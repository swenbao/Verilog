### /design/flow/design.v
module count_down(clock_div, reset, state, count);
input clock_div, reset;
output reg [1:0] state;
output reg [3:0] count;
always@(posedge clock_div or negedge reset)
begin
    if(reset == 0)
	begin
        count = 4'b1111;
        state = 0;
	end
    else
    begin
        if(state == 0)
        begin
            case(count)
                4'b0000:  
                begin
                    state = state + 1;
                    count = 4'b0101;
                end
                default: count = count - 1;  
            endcase
        end
        else if(state == 1)
        begin
            case(count)
                4'b0000:  
                begin
                    state = state + 1;
                    count = 4'b1010;
                end
                default: count = count - 1;  
            endcase
        end
        else  
        begin
				case(count)
					4'b0000:  
					begin
						 state = 0;
						 count = 4'b1111;
					end
					default: count = count - 1;  
				endcase
        end
    end
end
endmodule
### /design/flow/run.sh
#!/bin/bash
# OpenROAD 26Q1-2900-gdf79404cd8, Yosys 0.63+post, stock flow scripts
make -C /OpenROAD-flow-scripts/flow DESIGN_CONFIG=/design/flow/config.mk WORK_HOME=/design/flow/orfs finish
### /design/flow/config.mk
export PLATFORM = sky130hd
export DESIGN_NAME = count_down
export DESIGN_NICKNAME = count_down
export VERILOG_FILES = /design/flow/design.v
export SDC_FILE = /design/flow/constraint.sdc
export NUM_CORES = 4
export LEC_CHECK = 1
export CORE_AREA = 10 10 70 70
export DIE_AREA = 0 0 80 80
### /design/flow/constraint.sdc
current_design count_down

set clk_period 2.8
set clk_io_pct 0.2

create_clock -name clk0 -period $clk_period [get_ports {clock_div}]

set non_clock_inputs [all_inputs -no_clocks]
set_input_delay [expr $clk_period * $clk_io_pct] -clock clk0 $non_clock_inputs
set_output_delay [expr $clk_period * $clk_io_pct] -clock clk0 [all_outputs]
==> impl_metrics.py <==
# Flow results
metrics = {
    "flow_run": {
        "max_cap_viol_count": 0,
        "warnings": 27,
    },
    "clock_tree": {
        "cts_tree": "yes",
        "h-tree-depth": 1,
        "clockBufferDepth": 2,
        "post_cts_buffers": 0,
        "ctsResizeCount": 0,
        "root_buffer": "clkbuf_4",
        "hold_buffers": 0,
        "cts.clk_slew.worst_paths_ps": 50,
        "clock_latency_ps": 250,
        "clock_sinks": 6,
        "cts_made_buffers": 3,
    },
    "floorplan": {
        "boundaryPins": 8,
        "die_area_sq_um": 6400,
        "die_h_um": 80,
        "core_sq_um": 3420,
        "initial_core_util_pct": 10.4,
        "die_w_um": 80,
        "rows": 21,
    },
    "power": {
        "power.density_nw_per_um2": 345,
        "ir_worst_vdd_mv": 0.0844,
        "swShare_pct": 18.9,
        "comb_power_share_pct": 1.7,
        "p_sw_mw": 0.0333,
        "intPower_mw": 0.142,
        "clock_power_share_pct": 48.7,
        "pwr-share-seq_pct": 49.6,
        "p_leak_nw": 0.190,
    },
    "yosys": {
        "async_reset_ff_share_pct": 100,
        "ys_cells": 31,
        "synth_area_sq_um": 355,
        "common_cells": "4 x dfstp_2, 4 x ha_1, 4 x inv_1",
        "avgSynthCellArea_sq_um": 11.5,
        "yosysSeqAreaShare_pct": 43.7,
        "numSynthFlops": 6,
        "yosysWarnings": 1,
        "ys_area_sq_um": 355,
        "top_area_share_pct": 29.6,
        "syn_inst": 31,
        "yosysUniqueCellTypes": 16,
        "top_area_cell": "dfstp_2",
        "synth.area.top_cells": "dfstp_2 30%, dfrtp_1 14%, ha_1 14%",
        "edf_count": 0,
        "ff_type": "dfstp_2",
    },
    "drt": {
        "drt_wl_total_um": 737,
        "wl_per_cell_um": 8.38,
        "via_count": 255,
        "insertedDiodeCount": 0,
        "first_iter_violations": 13,
        "routed_via_density": 2.90,
        "dr.pass1.iters": 2,
        "drc": 0,
        "ant_nets": 0,
    },
    "layout": {
        "area_growth_pct": 43.3,
        "final_area_sq_um": 509,
        "layout-drive-gt1-share_pct": 19.0,
    },
    "global_route": {
        "grt_first_pass_wirelength_um": 1210,
        "grt_pass1_vias": 246,
        "grt_max_degree": 8,
        "grtUsageTotal_pct": 2.51,
        "antenna_found_initial": 0,
        "overflow": 0,
    },
    "placement": {
        "port_buffers": 7,
        "place_congestion": 0.753,
        "dp.final_hpwl_um": 579,
        "place_area_sq_um": 483,
    },
    "worst_setup_path": {
        "r2r_setup_slack_ps": 1480,
        "arrival_ps": 1310,
        "endpoint_kind": "primary output",
        "r2r_end": "count[3]$_DFF_PN1_",
        "cp_top_family": "flip-flops",
        "cpPeakStageDelay_ps": 590,
        "reg2regPathDepth": 4,
        "cpMaxStageDelayCell": "dfstp_2",
        "critPathBufInv": 1,
        "worstPathMaxFanout": 5,
        "crit_type": "register to primary output",
        "r2r_start": "count[0]$_DFF_PN1_",
        "critPathLaunchType": "register",
        "worstPathCellList": "clkdlybuf4s50_1",
        "required_ps": 2240,
    },
    "timing": {
        "max_freq_mhz": 535,
        "setup-tns-final_ps": 0,
        "period_used_pct": 66.7,
        "min_period_ps": 1870,
        "rsz0062_at_grt": "no",
        "worstMarginPinSlew_ps": 294,
        "finalHoldViolations": 0,
        "setup_viol": 0,
        "max_slew_margin_pct": 80.4,
        "fin_worst_skew_ps": 7.92,
        "maxSlewViolCount": 0,
    },
    "worst_hold_path": {
        "hold_path.class": "input pin to asynchronous set/reset pin",
    },
    "status": {
        "status": "finished clean",
    },
}
-- cells by family after synthesis --
| family | share of synthesized area [%] |
|---|---|
| muxes | 8.45 |
| DFF | 43.7 |
| buffers and inverters | 4.22 |
| adders and majority gates | 14.1 |
| and+or+nand+nor | 14.8 |
| AOI/OAI and AO/OA | 14.8 |
-- cells in the final DEF (no fill, tap or decap) --
cell / netlist / final
clkbuf_1: 0 / 1
a211oi_1: 1 / 1
or2b_1: 1 / 1
o22ai_1: 1 / 1
clkdlybuf4s50_1: 0 / 7
nor2b_1: 1 / 1
a22o_1: 1 / 1
dfstp_2: 4 / 4
nand2b_1: 1 / 1
nor3b_1: 1 / 1
nor3b_4: 1 / 1
o21bai_1: 2 / 2
ha_1: 4 / 4
mux2i_1: 3 / 3
dfrtp_1: 2 / 2
or3_1: 1 / 1
o21ai_0: 3 / 3
clkbuf_4: 0 / 3
inv_1: 4 / 4
-- how the worst max path moves through the flow --
| stage | startpoint | end | slack, ps | cells after the start |
|---|---|---|---|---|
| 6_report | count[3]$_DFF_PN1_ | count[3] | 930 | 1 |
| 5_1_grt | count[0]$_DFF_PN1_ | count[0] | 880 | 1 |
| 4_1_cts | count[3]$_DFF_PN1_ | count[3] | 910 | 1 |
-- cell type report --
cell class,count,area [sq um]
Timing Repair Buffer,7,70.1
Multi-Input combinational cell,21,185
Clock buffer,4,26.3
Fill cell,384,2910
Sequential cell,6,155
Inverter,4,15.0
Tap cell,46,57.6
-- through the flow --
stage,total power [mW],cells,hold slack [ps],utilization (%),setup WS (ps)
6_report,0.176,88,563,14.9,932
4_1_cts,0.180,88,558,14.9,914
2_1_floorplan,0.0884,31,264,-,1580
5_1_grt,0.188,88,558,14.9,883
3_3_place_gp,0.0913,84,547,14.1,1180
3_5_place_dp,0.0914,84,558,14.1,1170
-- registers in the layout, summed over array words and instances, names as in the netlist --
register	cells
count	4
state	2
-- layer usage --
| layer | vias to the layer above | GRT usage [%] | part of all wire, % |
|---|---|---|---|
| met5 | - | 0 | 0 |
| met4 | 0 | 0.176 | 0 |
| met3 | 0 | 3.18 | 21 |
| met2 | 11 | 2.41 | 31 |
| met1 | 114 | 3.30 | 48 |
| li1 | 130 | - | - |
-- power groups by stage --
stage | combinational [mW] | clock (mW) | sequential (mW)
after CTS | 0.00306 | 0.0901 | 0.0872
after global routing | 0.00326 | 0.0972 | 0.0871
final | 0.00296 | 0.0855 | 0.0872
Power figures rest on the tool's default switching activity, not on a simulated workload.
