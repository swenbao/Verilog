==> ./constraint.sdc <==
current_design clk_div_100

set clk_period 4.5
set clk_io_pct 0.2

create_clock -name clk0 -period $clk_period [get_ports {clk}]

set non_clock_inputs [all_inputs -no_clocks]
set_input_delay [expr $clk_period * $clk_io_pct] -clock clk0 $non_clock_inputs
set_output_delay [expr $clk_period * $clk_io_pct] -clock clk0 [all_outputs]
==> ./config.mk <==
export PLATFORM = sky130hd
export DESIGN_NAME = clk_div_100
export DESIGN_NICKNAME = clk_div_100
export VERILOG_FILES = /design/flow/design.v
export SDC_FILE = /design/flow/constraint.sdc
export NUM_CORES = 4
export LEC_CHECK = 1
export CORE_AREA = 10 10 98 98
export DIE_AREA = 0 0 108 108
==> ./run.sh <==
#!/bin/bash
# OpenROAD 26Q1-2900-gdf79404cd8, Yosys 0.63+post, stock flow scripts
make -C /OpenROAD-flow-scripts/flow DESIGN_CONFIG=/design/flow/config.mk WORK_HOME=/design/flow/orfs finish
==> ./design.v <==
module clk_div_100(clk, reset, div_clk);
input clk, reset;
output reg div_clk;
reg [31:0] count;
always@(posedge clk)
begin
	if(reset)  
	begin 
		if(count == 32'd250000)
		begin
			count <= 32'd0;
			div_clk <= ~div_clk;
		end
		else
		begin
			count <= count + 32'd1;
		end
	end
	else  
	begin
		count <= 32'd0;
		div_clk <= 1'b0;
	end
end
endmodule
==> flow_summary.yaml <==
# generated from flow reports
outcome:
  outcome: "finished clean"
run:
  maxCapViolations: 0
  warnings: 26
timing:
  setup_ws_ns: 2.189
  period_needed_ns: 2.311
  drv_slew: 0
  grt_setup_unrepaired: "false"
  finalCritPeriodShare: 0.5135
  hold_viol: 0
  max_freq_ghz: 0.4328
  max_slew_margin: 0.6844
  setup_viol: 0
  fin_setup_tns_ns: 0
  tightest_slew_ns: 0.4733
  fin_skew_ns: 0.005755
worst_setup_path:
  endpoint_kind: "register"
  crit_type: "reg2reg"
  max_stage_delay_ns: 0.68
  cp_max_fo: 16
  crit_family: "simple AND/OR/NAND/NOR gates"
  slowest_stage: "or4_1"
  cp.required_ns: 4.71
  critPathMostFrequentCell: "or4_1"
  critPathLaunchType: "register"
  reg2reg_slack_ns: 2.19
  crit_arrival_ns: 2.52
  worstPathCellList: "ha_1, nand4_1, or4_1, or4_1, a21oi_1"
  worstPathBufferInverterCount: 0
clock_tree:
  ctsHoldBuffers: 0
  clkSinkCount: 33
  clockBufferDepth: 2
  cts_setup_buffers: 0
  cts_tree: "built"
  cts_resized: 0
  clkTransAtPathRegs_ns: 0.07
  h-tree-depth: 2
  numCtsBuffers: 5
  cts_root_buf: "clkbuf_8"
  clk_latency_ns: 0.28
finish:
  flop_area_um2: 660.6
  fin_area_um2: 1787
  logic_area_um2: 869.6
  syn2layout_area_growth_pct: 12.53
  n_fill_cell: 826
  drive_above_1_share: 0.05236
floorplanning:
  rows: 32
  die-area_um2: 11660
  io_pins: 3
  fp_util: 0.2076
  die_x_um: 108
  coreArea_um2: 7647
  die_h_um: 108
synth:
  synth.most_common_cell: "dfxtp_1"
  yosysTopAreaCell: "dfxtp_1"
  synth_cell_types: 28
  ys_warn_count: 1
  ys_top_cells_by_count: "33 x dfxtp_1, 18 x a21oi_1, 17 x nor2_1, 13 x nand3_1, 11 x or4_1"
  ys_area_um2: 1588
  topCellsByArea: "dfxtp_1 42%, a21oi_1 5.7%, or4_1 5.2%"
  synthCells: 190
  ys_ff: 33
  flop_cell: "dfxtp_1"
  top_area_frac: 0.4161
  ys_cells: 190
  edf_count: 0
  synth-seq-area-share: 0.4161
  async_reset_ff_frac: 0
  syn-cell-area_um2: 1588
  synth_area_per_cell_um2: 8.357
drt:
  drtIter0Drc: 96
  ant_nets: 0
  post_drt_wl_per_cell_um: 11.05
  drc_errors: 0
  insertedDiodeCount: 0
  wl_mm: 3.237
  vias: 1379
  vias_per_cell: 4.706
  dr.pass1.iters: 4
place:
  postPlaceCellArea_um2: 1704
  dp_slack_ns: 2.222
  portBuffers: 2
  dp_hpwl_mm: 2.166
  finalWeightedCongestion: 0.8198
grt:
  grt_pass1_vias: 1271
  antenna_found_initial: 0
  grt_overflow_total: 0
  grt_max_degree: 33
  grt_pass1_wl_mm: 5.954
  grt.total_usage: 0.05988
worst_hold_path:
  hp-class: "reg2reg"
power_and_ir_drop:
  p_leak_uw: 0.0004939
  powerDensity_nw_per_um2: 292.3
  ir_worst_vdd_mv: 0.08889
-- per-layer routing --
layer / track usage / wire length [um]
met5: 0 / 0
met4: 0.007634 / 34
met3: 0.01627 / 179
met2: 0.08836 / 1367
met1: 0.08815 / 1656
-- report_power, final --
part           internal [uW]  switching [uW]
Clock                    107             105
Combinational           5.14            7.78
Sequential               294            3.25
Total                    406             116
-- cells by family after synthesis --
kind of cell,count (synthesis),share of synthesized area
AND/OR/NAND/NOR,89,0.3247
XOR/XNOR,12,0.06620
flip-flops,33,0.4161
buffers and inverters,15,0.03861
AND-OR/OR-AND,39,0.1387
adder cells (fa/ha/maj),2,0.01576
-- cell type report --
type                    count  area share
clock inverters             2    0.005602
repair buffers              3     0.01541
inverters                   5     0.01050
clock buffers               6     0.04062
well taps                 102     0.07143
multi-input cells         142      0.4867
flip-flops and latches     33      0.3697
-- state kept, by name, indices dropped and copies added, names as in the netlist --
register  cells
count        32
div_clk       1
-- layout by cell type, fill, tap and decap left out, types with 2 or more instances in the layout --
cell             instances
nand4_1                 10
dfxtp_1                 33
and4_1                   4
xor2_1                   3
ha_1                     2
nor4bb_1                 2
nand2_1                  9
o21ai_0                 10
a21oi_1                 18
xnor2_1                  9
inv_1                    5
nand3_1                 13
or4_1                   11
nor3_1                   2
and2_1                   2
clkdlybuf4s50_1          2
or3_1                   10
clkbuf_8                 5
o31ai_1                  9
nor4_1                   5
clkinv_2                 2
nor2_1                  17
-- worst min-delay path: cells and delay by family (launching register included) --
family             cells  cell delay, ns
AOI/OAI and AO/OA      2            0.12
DFF                    1            0.32
-- metrics by stage --
step	util	hold slack [ns]	cells	total power, uW
final	0.2336	0.4894	293	522.3
after global routing	0.2336	0.5289	293	540.8
after CTS	0.2336	0.4889	293	529.4
after detailed placement	0.2228	0.4810	285	317.4
after global placement	0.2228	0.4728	285	317.0
after floorplan	-	0.4484	190	313.0
-- path summary, 6_finish.rpt --
check	to	cells after the start	startpoint
worst min register to register	count[31]$_SDFF_PP0_	2	count[31]$_SDFF_PP0_
worst max register to register	count[28]$_SDFF_PP0_	5	count[0]$_SDFF_PP0_
worst min-delay path	count[31]$_SDFF_PP0_	2	count[31]$_SDFF_PP0_
worst max-delay path	count[28]$_SDFF_PP0_	5	count[0]$_SDFF_PP0_
Power is estimated from default activity; no workload was simulated.
