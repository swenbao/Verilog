$ cat flow/design.v
module clk_div(clk, reset, div_clk);
input clk, reset;
output reg div_clk;
reg [31:0] count;
always@(posedge clk)
begin
	if(reset)  
	begin 
		if(count == 32'd25000000)
		begin
			count <= 32'd0;
			div_clk <= ~div_clk;
		end
		else
		begin
			count <= count + 32'd1;
		end
	end
	else  
	begin
		count <= 32'd0;
		div_clk <= 1'b0;
	end
end
endmodule
$ cat flow/run.sh
#!/bin/bash
# OpenROAD 26Q1-2900-gdf79404cd8, Yosys 0.63+post, stock flow scripts
make -C /OpenROAD-flow-scripts/flow DESIGN_CONFIG=/design/flow/config.mk WORK_HOME=/design/flow/orfs finish
$ cat flow/constraint.sdc
current_design clk_div

set clk_period 6.9
set clk_io_pct 0.2

create_clock -name clk0 -period $clk_period [get_ports {clk}]

set non_clock_inputs [all_inputs -no_clocks]
set_input_delay [expr $clk_period * $clk_io_pct] -clock clk0 $non_clock_inputs
set_output_delay [expr $clk_period * $clk_io_pct] -clock clk0 [all_outputs]
$ cat flow/config.mk
export PLATFORM = sky130hd
export DESIGN_NAME = clk_div
export DESIGN_NICKNAME = clk_div
export VERILOG_FILES = /design/flow/design.v
export SDC_FILE = /design/flow/constraint.sdc
export NUM_CORES = 4
export LEC_CHECK = 1
export CORE_AREA = 10 10 107 107
export DIE_AREA = 0 0 117 117
==> results.tsv <==
stage	metric	value	unit
cells_and_area	regArea	661	sq um
setup_path	required	5.52	ns
cts	cts_max_level	2	
pwr	leakagePower	0.555	nW
place	pre_cts_ws	4.45	ns
synthesis	synth_cells	190	
synthesis	top_area_cell	dfxtp_1	
setup_path	max_stage_delay	0.47	ns
synthesis	avgSynthCellArea	8.77	sq um
cts	hold_buffers	0	
timing	setup_viol_count_final	0	
timing	fmax	0.405	GHz
cts	post_cts_buffers	0	
die	rows	35	
setup_path	crit_arrival	1.09	ns
synthesis	yosysWarnings	1	
cells_and_area	area.growth.synth_to_final	11.6	%
synthesis	yosysSeqAreaShare	39.6	%
cts	cts_tree	done	
timing	worst_pin_slew	0.391	ns
detailed_routing	wl_per_cell	10.3	um
grt	grt_overflow	0	
detailed_routing	detail_route.iter0.violations	80	
die	fp-utilization	18.1	%
detailed_routing	vias	1356	
synthesis	syn_area	0.00167	sq mm
grt	grt_first_pass_wirelength	5210	um
synthesis	synth_flops	33	
timing	max_slew_margin	73.6	%
setup_path	timing.rr.start	count[0]	
detailed_routing	routed_wl	3130	um
place	dp_hpwl	2060	um
setup_path	cp_max_fo	3	
synthesis	top_area_share	39.6	%
timing	min_period	2.47	ns
setup_path	worst-path-buf-inv	1	
die	dieArea	0.0137	sq mm
synthesis	yosys_area	0.00167	sq mm
setup_path	r2r_slack	4.92	ns
min_path	hp-start	count[31]	
grt	grt_pass1_vias	1151	
timing	fin_crit_sh	35.8	%
cells_and_area	layout-drive-gt1-share	9.90	%
cts	clk_pin_slew	0.07	ns
cts	cts_made_buffers	5	
timing	hold_viol_final	0	
cts	cts_buffer_depth	2	
synthesis	yosys_cells	190	
setup_path	crit_family	buffers and inverters	
setup_path	end_kind	primary output	
synthesis	topCellsByArea	dfxtp_1 40%, a21oi_1 5.4%, o31ai_1 4.5%, or4_1 4.5%, xor2_1 3.7%	
pwr	finalPower	0.000361	W
detailed_routing	drc	0	
min_path	holdPathEnd	count[31]	
place	io_buffers	2	
timing	fin_skew	0.00456	ns
cells_and_area	combGateArea	910	sq um
cells_and_area	stdcell_count	303	
grt	antenna_found_initial	0	
grt	grt_use_total	4.52	%
pwr	powerDensity	194	mW/mm^2
die	num_io_pins	3	
run_status	status	completed	
place	dpl.cell_count	295	
min_path	min_path_type	register to register	
detailed_routing	detail-route-antenna-nets	0	
cells_and_area	final_cell_mix	33 x dfxtp_1, 18 x a21oi_1, 16 x nor2_1	
cts	cts.sink_count	33	
die	fp.coreArea	0.00920	sq mm
timing	rsz0062_at_grt	no	
setup_path	crit_path_top_delay_cell	clkdlybuf4s50_1	
setup_path	worstSetupPathType	register to primary output	
setup_path	critical_path.cell_chain	clkdlybuf4s50_1	
cells_and_area	finalCoreUtilization	20.2	%
cts	clockRootBuffer	clkbuf_8	
pwr	ir_worst_vdd	0.116	mV
run	drv_cap	0	
setup_path	cp-start-kind	register	
place	gp_routability_congestion	0.758	
cts	worst_skew_pair.late_latency	0.28	ns
run	tool_warnings	26	
detailed_routing	n_antenna_cell	0	
setup_path	r2r-end	count[24]	
die	die_y	117	um
timing	fin_setup_tns	0	ns
timing	setup_slack	4.43	ns
synthesis	synth.distinct_cells	33	
min_path	min_delay_path_depth	2	
setup_path	r2r_cells	5	
die	die_w	117	um
cells_and_area	nFillCells	1025	
grt	grt_start_max_net_pins	33	
cells_and_area	lay_top_count	dfxtp_1	
detailed_routing	vias_per_cell	4.48	
timing	slew_viol_final	0	
cts	cts_resized	0	
detailed_routing	dr.pass1.iters	4	
[through the flow]
stage | hold slack [ns] | area, sq um
final | 0.479 | 1860
after global routing | 0.499 | 1860
after CTS | 0.487 | 1860
after detailed placement | 0.477 | 1760
after global placement | 0.468 | 1760
after floorplan | 0.450 | 1670
[registers in the layout, summed over array words and instances, names as in the netlist]
name,flops
count,32
div_clk,1
[worst max-delay path by stage]
stage                 startpoint  endpoint  cells after the start
after global routing     div_clk   div_clk                      1
after CTS                div_clk   div_clk                      1
final                    div_clk   div_clk                      1
[cell usage after synthesis]
cell      number
a21boi_0       1
a21oi_1       18
and2_1         1
and3_1         1
and3_2         3
and4_1         4
and4_2         2
buf_2          4
buf_4          1
buf_6          2
clkbuf_8       2
dfxtp_1       33
ha_1           2
inv_1          6
nand2_1       13
nand3_1       11
nand4_1        9
nand4_4        2
nor2_1        16
nor3_1         2
nor4_1         1
nor4b_1        3
nor4bb_1       1
o21ai_0        8
o21ai_1        1
o31ai_1       10
o41ai_1        1
or3_1          7
or3_2          2
or4_1         10
or4b_1         1
xnor2_1        5
xor2_1         7
[where the power goes]
part           internal, W  switching [W]   total [W]
Combinational   0.00000331     0.00000533  0.00000864
Clock            0.0000901      0.0000685    0.000159
Sequential        0.000192     0.00000233    0.000194
[tightest hold or removal path: stages, from the launching register on]
cell     delay, ns
dfxtp_1       0.32
o31ai_1       0.06
a21oi_1       0.06
[per-layer routing]
metal	global-route usage (%)	part of all wire (%)	wire length (um)	vias to the layer above
li1	-	-	-	712
met1	6.16	51	1600	620
met2	7.24	44	1390	20
met3	1.03	3.3	102	4
met4	0.824	1.3	42	0
met5	0	0	0	-
[logic make-up (layout without fill, tap and decap cells)]
family                   count (synthesis)  in the layout  share of synthesized area [%]
buffers and inverters                   15             17                           6.01
AND-OR/OR-AND                           39             39                           13.6
AND/OR/NAND/NOR                         89             89                           33.0
adder cells (fa/ha/maj)                  2              2                           1.50
XOR/XNOR                                12             12                           6.31
flip-flops                              33             33                           39.6
[layout make-up]
class | count | area share, %
inverter | 6 | 1.21
multi-input combinational | 142 | 48.9
clock inverter | 1 | 0.269
sequential | 33 | 35.5
timing repair buffer | 3 | 1.48
clock buffer | 7 | 5.18
tap | 111 | 7.46
Power figures rest on the tool's default switching activity, not on a simulated workload.
